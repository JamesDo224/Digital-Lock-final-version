### flow/config.mk
export PLATFORM = sky130hd
export DESIGN_NAME = h_gandata
export DESIGN_NICKNAME = h_gandata
export VERILOG_FILES = /design/flow/design.v
export SDC_FILE = /design/flow/constraint.sdc
export NUM_CORES = 4
export LEC_CHECK = 1
export CORE_AREA = 10 10 108 108
export DIE_AREA = 0 0 118 118
### flow/constraint.sdc
current_design h_gandata

set clk_period 2.0
set clk_io_pct 0.2

create_clock -name clk0 -period $clk_period

set non_clock_inputs [all_inputs -no_clocks]
set_input_delay [expr $clk_period * $clk_io_pct] -clock clk0 $non_clock_inputs
set_output_delay [expr $clk_period * $clk_io_pct] -clock clk0 [all_outputs]
### flow/design.v
`timescale 1ns / 1ps
module h_gandata(
input [2:0] state,
input eval,
input success,
output reg [127:0] lcd_h0,
output reg [127:0] lcd_h1
    );
localparam IDLE = 3'b000;
localparam WAIT = 3'b001;
localparam OPEN = 3'b010;
localparam CLOSE = 3'b011;
localparam NEW = 3'b100;
localparam EXIT = 3'b101;
localparam WRONG = 3'b110;
localparam WARNING = 3'b111;
always @(state) begin
    if (state == IDLE) begin
        lcd_h0="Enter password  ";
        lcd_h1="    to open     ";
    end
    else if (state == WAIT) begin
        lcd_h0="Correct, press #";
        lcd_h1="open or 3* new  ";
    end
    else if (state == NEW) begin
        lcd_h0="Enter new pass  ";
        lcd_h1="Save press # 3s ";
    end
    else if (state == EXIT && success == 1) begin
        lcd_h0="Successfully sav";
        lcd_h1="e new pass, EXIT";
    end
    else if (state == EXIT && success == 0) begin
        lcd_h0="Fail to save new";
        lcd_h1="pass, EXIT      ";
    end
    else if (state == OPEN && eval == 0) begin
        lcd_h0="Door opening    ";
        lcd_h1="To close press #";
    end
    else if (state == OPEN && eval == 1) begin
        lcd_h0="Open over 30s   ";
        lcd_h1="Please press #,*";
    end
    else if (state == CLOSE) begin
        lcd_h0="Door close in 10";
        lcd_h1="To open press # ";
    end
    else if (state == WARNING) begin
        lcd_h0="Wrong pass!     ";
        lcd_h1="Try again       ";
    end
    else if (state == WRONG) begin
        lcd_h0="Wrong pass!     ";
        lcd_h1="Wait after:     ";
    end
    else begin
        lcd_h0="                ";
        lcd_h1="      ^.^       ";
    end
end
endmodule
### flow/run.sh
#!/bin/bash
# OpenROAD 26Q1-2900-gdf79404cd8, Yosys 0.63+post, stock flow scripts
make -C /OpenROAD-flow-scripts/flow DESIGN_CONFIG=/design/flow/config.mk WORK_HOME=/design/flow/orfs finish
==> flow_summary_export.csv <==
group,metric,value,unit
grt,grt_usage,0.1609,
final_timing,period_needed,2.037,ns
finish,final-comb-area,0.001489,mm2
die,die_area,0.01392,mm2
final_timing,rsz0062_at_grt,"yes",
placed_design,io_buffers,195,
pwr,p_comb_frac,1.000,
worst_setup_path,path_cells,"buf_6, buf_8, buf_8, nor2_4, buf_6, buf_12, nand2_8, inv_2, buf_4, nor2_1, dlygate4sd2_1",
die,rows,35,
finish,seqCellArea,0,um2
yosys,postSynthSeqShare,0,
finish,flop-count,0,
drt,antenna_cells,0,
flow_run,warnings,34,
worst_setup_path,worst-setup-path-type,"in -> out",
pwr,power.switching,382.2,uW
yosys,ys_sh_adder,0,
finish,fillers,830,
pwr,p_leak,0.002996,uW
yosys,ys_area,0.001888,mm2
die,ios,261,
worst_setup_path,path_max_fanout,6,
grt,grt_pass1_wl,18190,um
drt,wl_per_cell,17.48,um
die,fp_util,0.2034,
drt,vias_per_cell,3.944,
final_timing,finalClockPeriodUsage,1.018,
finish,final_cell_mix,"dlygate4sd2_1, buf_4, conb_1, clkdlybuf4s50_1, dlymetal6s2s_1",
finish,utilization,0.5368,
worst_setup_path,crit_path_start,"state[1]",
final_timing,worst_slack,-0.03681,ns
worst_setup_path,slowest_stage,"dlygate4sd2_1",
yosys,ys_sh_aoi,0.1776,
worst_hold_path,hp-class,"in -> out",
drt,final_antenna_net_count,0,
yosys,yosysWarnings,1,
placed_design,dpl-instance-area,0.003896,mm2
die,die_x,118,um
finish,final_area,0.004984,mm2
drt,dr_total_vias,2812,
final_timing,drv_slew,0,
worst_setup_path,cp-start-kind,"primary input",
finish,final_cells,713,
yosys,ys_top_logic_family,"buffers and inverters",
pwr,switching_share,0.3840,
die,coreArea,0.009284,mm2
worst_setup_path,crit_arrival,1.64,ns
final_timing,tns,-0.06855,ns
worst_setup_path,required,1.60,ns
yosys,syn_area_per_cell,5.827,um2
worst_setup_path,max_stage_delay,0.23,ns
yosys,ys_sh_mux,0,
pwr,peakVddDrop,0.0001026,V
yosys,postSynthCellCount,324,
pwr,power_frac_clock,0,
final_timing,fmax,0.4910,GHz
flow_run,max_cap_violations,0,
worst_setup_path,worstSetupEndpointType,"output pin",
finish,nClkBuffers,0,
run_status,status,"complete, but fails checks",
grt,grt_overflow,0,
final_timing,setup_violations,4,
placed_design,dp_hpwl,10040,um
drt,drc,0,
drt,routed_wirelength,12460,um
placed_design,placed_cells,661,
yosys,netlist_area,0.001888,mm2
grt,grt_pass1_vias,3008,
pwr,seqPwrFrac,0,
die,fp.dieH,118,um
placed_design,gp_congestion,0.8361,
drt,drt-initial-drc-count,141,
yosys,ys_types,36,
pwr,internal_power,613.0,uW
finish,area_delta_synth_final,163.9,%
run_status,violations,"negative setup slack",
grt,antenna_found_initial,0,
pwr,powerDensity,199.7,mW/mm2
drt,first_pass_iters,4,
yosys,simple_gate_area_frac,0.2624,
final_timing,finalHoldViolCount,0,
final_timing,hold_slack,1.198,ns
yosys,ys_cells,324,
worst_hold_path,hp-start,"state[2]",
finish,drive_gt1_frac,0.3938,
finish,lay_top_count,"dlygate4sd2_1",
grt,grt_max_degree,18,
yosys,ys_sh_xor,0,
cell families (layout without fill, tap and decap cells):
family	count (synthesis)	count (layout)
and+or+nand+nor	105	105
other	2	66
buffers and inverters	160	356
AOI/OAI and AO/OA	57	57
worst max-delay path, delay by kind of cell:
kind	cells	cell delay [ns]
buf+inv	8	0.98
simple gates	3	0.25
per-stage QoR:
step	setup slack (ns)	power, uW
4_1_cts	-0.1339	965.8
2_1_floorplan	0.3518	316.3
6_report	-0.03681	995.1
5_1_grt	-0.09158	1087
3_3_place_gp	-0.6757	859.8
3_5_place_dp	-0.7147	856.3
per-layer routing:
metal | GRT usage | wire length [um]
met5 | 0 | 0
met4 | 0.004637 | 21
met3 | 0.04667 | 876
met2 | 0.3007 | 6422
met1 | 0.1843 | 5140
power by group through the flow:
stage	combinational [uW]	clock (uW)	sequential, uW
finish	995	0	0
CTS	966	0	0
global route	1090	0	0
path summary, 6_finish.rpt:
check / slack (ns) / cells after the start / to
worst max-delay path: -0.04 / 11 / lcd_h0[66]
worst min-delay path: 1.20 / 5 / lcd_h0[97]
cell type report:
class,count,share of cell area
Tap cell,129,0.03239
Multi-Input combinational cell,228,0.2988
Timing Repair Buffer,327,0.6432
Inverter,29,0.02561
synth_stat cells:
cell type	count	area (um2)
a211oi_1	2	15.01
a211oi_2	1	12.51
a21boi_0	1	7.510
a21boi_2	1	11.26
a21o_1	4	30.03
a21oi_1	22	110.1
a21oi_2	2	17.52
a31oi_1	1	6.260
and2_1	3	18.77
buf_1	1	3.750
buf_2	11	55.05
buf_4	116	870.8
clkbuf_1	3	11.26
clkinv_1	1	3.750
conb_1	2	7.510
inv_1	20	75.07
inv_2	8	30.03
nand2_1	38	142.6
nand2b_1	5	31.28
nand2b_2	1	8.760
nand3_1	3	15.01
nand3b_1	3	22.52
nand4bb_1	1	11.26
nand4bb_2	1	16.27
nor2_1	37	138.9
nor2_2	3	18.77
nor2b_1	5	31.28
nor2b_2	1	8.760
nor3b_2	1	12.51
o21ai_0	16	80.08
o21ai_1	2	10.01
o21bai_1	1	7.510
o22ai_1	2	12.51
o31ai_1	2	15.01
or2_1	2	12.51
or2_2	1	6.260
what timing repair did:
action,in CTS,in global routing
setup endpoints to repair,190,58
buffers inserted,33,16
pin swaps,26,14
cloned,6,0
hold buffers,0,0
gates resized,266,79
Power figures rest on the tool's default switching activity, not on a simulated workload.
